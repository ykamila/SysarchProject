## /design/flow/config.mk

```make
export PLATFORM = sky130hd
export DESIGN_NAME = Division
export DESIGN_NICKNAME = Division
export VERILOG_FILES = /design/flow/design.v
export SDC_FILE = /design/flow/constraint.sdc
export NUM_CORES = 4
export LEC_CHECK = 1
export CORE_UTILIZATION = 30
```

## /design/flow/constraint.sdc

```tcl
current_design Division

set clk_period 10.0
set clk_io_pct 0.2

create_clock -name clk0 -period $clk_period [get_ports {clock}]

set non_clock_inputs [all_inputs -no_clocks]
set_input_delay [expr $clk_period * $clk_io_pct] -clock clk0 $non_clock_inputs
set_output_delay [expr $clk_period * $clk_io_pct] -clock clk0 [all_outputs]
```

## /design/flow/design.v

```verilog
module Division(
	input         clock,
	input         start,
	input  [31:0] a,  
	input  [31:0] b,  
	output [31:0] q,  
	output [31:0] r   
);
	reg [31:0] rem;  
	reg [31:0] div;  
	reg [31:0] dit;  
	reg [31:0] count;  
	initial
	begin
	count  = 32'b0;
	end
	always @(posedge clock) begin
		if (start==1) begin
			div <= b;
			rem <= 32'b0;
			dit <= a;
			count <= 32'b1; 
		end
		if (count >= 1 && count <= 32) begin
			count <= count +1;
			if (((rem << 1)+(dit >> 31)) < b) begin
				rem <= (rem << 1) + (dit >> 31);
				dit <= (dit << 1);
			end 
			else begin
				rem <= ((rem << 1) + (dit >> 31)) - div;
				dit <= (dit << 1)+1;
			end
		end
	end
	assign q = dit;
	assign r = rem;
endmodule
```

## /design/flow/run.sh

```bash
#!/bin/bash
# OpenROAD 26Q1-2900-gdf79404cd8, Yosys 0.63+post, stock flow scripts
make -C /OpenROAD-flow-scripts/flow DESIGN_CONFIG=/design/flow/config.mk WORK_HOME=/design/flow/orfs finish
```

==> run summary <==
Notes on the flow outputs.

- The run finished with clean final reports.
- The overall power reads 1.45 mW.
- The final-layout setup total negative slack is 0 ps.
- Looking at the clock tree report, the maximum root-to-sink buffer count equals 2.
- The worst setup path startpoint is b[23].
- The final critical-path required period is 4770 ps.
- The TritonCTS sink count is ~130.
- The filler cell count in the final layout is around 2300.
- The max-slew headroom at the worst pin is 0.526.
- The detail route stage leaves a number of antenna-violating nets equal to 0.
- The data required time of the critical path is 10170 ps.
- The synthesized chip area reported by yosys is around 7500 um^2.
- A synthesized cell averages 10.4 um^2.
- The share of the core filled by cells before placement is 0.308.
- The signed area change from the synthesized netlist to the final layout is 30.0%.
- VDD sags by at most 0.101 mV.
- Setup repair after global routing left no endpoint under its margin.
- The cell row count is 57.
- The count of inserted antenna diode cells reads 0.
- The instance tally after logic synthesis is 727.
- The fraction of power spent switching nets reads 0.260.
- The chip occupies 25700 um^2.
- In this run the horizontal extent of the chip is ~160 um.
- The setup slack on the worst flop-to-flop path is about 6400 ps.
- The power report attributes to the combinational group a share of 0.153.
- The global-route wire length before repair reads 28.3 mm.
- Post-CTS timing repair inserted 0 buffers for setup.
- For this run the top cell type by instance count after synthesis was sky130_fd_sc_hd__edfxtp_1.
- The share of flip-flops with an asynchronous set or reset after synthesis is 0.
- The report shows a maximum critical-path fanout of 13.
- For this design the top-level I/O count stands at 130.
- The post-cts repair resize count is 0.
- The class of the most critical setup path reads in2reg.
- For this run, the detailed router reports a per-instance via density of 4.61.
- For this run, the number of Yosys warnings is 1.
- The height of the die reads roughly 160 um.
- The predominant post-synthesis flop cell reads sky130_fd_sc_hd__edfxtp_1.
- The vias after detailed routing is 5615.
- The number of antenna violations at the first check in global routing is 0.
- The placer's final routability congestion estimate is 0.909.
- The arrival time at the worst endpoint reads roughly 5000 ps.
- Dividing total power by cell area gives a power density of 148 nW/um^2.
- The worst-case reg-to-reg path depth reads 7.
- The cell depth of the worst hold path reads 2.
- The number of buffers created by CTS is 17.
- Looking at the hold checks, the worst path lands on dit[8].
- The buffer cell driving the clock tree root is sky130_fd_sc_hd__clkbuf_16.
- The start point of the worst min-delay path reads dit[7].
- The max-cap check violation count reads 0.
- Looking at the clock tree report, the H-tree level count equals 4.
- The biggest area contributor in the post-synthesis netlist is sky130_fd_sc_hd__edfxtp_1.
- Dividing the final minimum period by the clock period gives 0.477.
- The number of buffer cells added on primary ports reads 129.
- On the final layout, the worst clock skew is around 14 ps.
- The worst hold-check path type is reg2reg.
- STA classifies the critical path endpoint as a flip-flop.
- The post-synthesis cell area is 7530 um^2.
- The overflow left after global routing reads 0.
- The fraction of final layout cells with drive strength greater than 1 is 0.0615.
- The area of the placeable core reads 24500 um^2.
- The clock insertion delay at the later pin of the skew report is approximately 420 ps.
- The reg-to-reg critical path endpoint reads dit[7].
- In this run, synthesis inferred 128 flip-flops with an integrated enable.
- In this run, post-CTS hold repair placed 0 buffers.
- The length of the first detailed-routing pass in iterations is 5.
- The number of failing hold endpoints at the final stage is 0.
- The actual transition at the worst max-transition pin is 711 ps.
- The violation tally recorded at the end of detailed-routing iteration 0 is approximately 260.
- The power report attributes to the clock group a share of 0.410.
- The area share of the largest cell type after synthesis is 0.510.
- The CTS clock-pin slew for the worst setup and hold paths reads 70 ps.
- The wire length reported by the detailed router is 17.7 mm.
- The wire-length estimate of the detail-placed layout is between 10 and 15 mm.
- The number of warnings in the stage logs reads 27.
- The static power due to leakage reads about 4.2 nW.
- The aggregate global-route resource usage reads 0.145.
- The final max-slew violation count recorded for this run is 0.
- The end-of-flow timing check tallies setup violations at 0.
- The source of the worst register-to-register timing path reads count[0].
- For this run, design rule violations remaining after detail routing come to 0.
- The routed design shows a wire length per standard cell of 14.5 um.
- The yosys cell count reads 727.
- The cell internal power dissipation reads ~1.1 mW.
- The number of register bits inferred by synthesis reads 128.
- The via count of the first global-routing pass came to between 5000 and 6000.
- For this run, the register share of the synthesized area comes to 0.510.
- By count the netlist is led by 128 x sky130_fd_sc_hd__edfxtp_1, 121 x sky130_fd_sc_hd__nand2_1, 75 x sky130_fd_sc_hd__inv_1.
- The switching power reads 0.377 mW.
- The TritonCTS clock tree reads done.
- The pin count of the biggest net entering global routing reads 62.
- Counting distinct cell types in the post-synthesis netlist gives approximately 60.
- Ranked by total cell area, the synthesized netlist is headed by sky130_fd_sc_hd__edfxtp_1 51%, sky130_fd_sc_hd__ha_1 11%, sky130_fd_sc_hd__nand2_1 6.0%.
- The sequential group share of total power reads 0.437.
- The peak clock frequency supported by timing is 210 MHz.
- The element type at the critical path start is an input pin.
[flip-flops by register name, indices dropped and copies added (netlist names)]
register,count
rem,32
dit,32
count,32
div,32
[worst max-delay path: stages]
cell and delay, ps:
sky130_fd_sc_hd__clkdlybuf4s50_1 490, sky130_fd_sc_hd__inv_1 50, sky130_fd_sc_hd__ha_1 290, sky130_fd_sc_hd__nand4_1 150
sky130_fd_sc_hd__or3_1 450, sky130_fd_sc_hd__a211oi_1 200, sky130_fd_sc_hd__nor2_1 60, sky130_fd_sc_hd__o31a_1 290
sky130_fd_sc_hd__inv_1 440, sky130_fd_sc_hd__nor2_1 230, sky130_fd_sc_hd__a22o_1 290
[cell usage in the layout, fill, tap and decap left out, types with 5 or more instances in the layout]
cell type,instances
sky130_fd_sc_hd__nand2_1,121
sky130_fd_sc_hd__inv_6,5
sky130_fd_sc_hd__conb_1,26
sky130_fd_sc_hd__clkbuf_16,17
sky130_fd_sc_hd__and3_1,5
sky130_fd_sc_hd__o21a_1,7
sky130_fd_sc_hd__nor3_1,6
sky130_fd_sc_hd__edfxtp_1,128
sky130_fd_sc_hd__clkdlybuf4s50_1,128
sky130_fd_sc_hd__o21ai_0,24
sky130_fd_sc_hd__buf_4,5
sky130_fd_sc_hd__a21o_1,19
sky130_fd_sc_hd__nand3_1,9
sky130_fd_sc_hd__xnor2_1,21
sky130_fd_sc_hd__inv_1,75
sky130_fd_sc_hd__o31a_1,5
sky130_fd_sc_hd__mux2i_1,8
sky130_fd_sc_hd__nor2_1,59
sky130_fd_sc_hd__a22o_1,5
sky130_fd_sc_hd__nor4_1,7
sky130_fd_sc_hd__nand4_1,13
sky130_fd_sc_hd__ha_1,65
sky130_fd_sc_hd__a21oi_1,54
sky130_fd_sc_hd__o21bai_1,6
sky130_fd_sc_hd__xor2_1,7
[power by group through the flow]
| stage | Combinational [mW] | Sequential (mW) | Clock [mW] |
|---|---|---|---|
| CTS | 0.223 | 0.635 | 0.610 |
| global route | 0.248 | 0.637 | 0.638 |
| finish | 0.222 | 0.634 | 0.595 |
[kinds of logic (layout without fill, tap and decap cells)]
| logic type | after synthesis | after routing | synth area share |
|---|---|---|---|
| xor gates and xnor gates | 28 | 28 | 0.0326 |
| buffers and inverters | 99 | 241 | 0.0555 |
| AOI/OAI and AO/OA | 155 | 155 | 0.139 |
| adders and majority gates | 66 | 66 | 0.111 |
| and+or+nand+nor | 242 | 242 | 0.141 |
| muxes | 8 | 8 | 0.0106 |
| DFF | 128 | 128 | 0.510 |
| other | 1 | 26 | 0.000498 |
[routing by layer]
metal | track usage | wire length, um | up-vias
li1 | - | - | 2874
met1 | 0.225 | 8400 | 2559
met2 | 0.215 | 7700 | 173
met3 | 0.0477 | 1480 | 9
met4 | 0.0104 | 89 | 0
met5 | 0 | 0 | -
[metrics by stage]
stage	utilization	cells	instance area, um^2	hold WS, ps	worst slack [ps]
after global placement	0.377	1186	9230	515	4870
final	0.400	1218	9790	545	5230
after CTS	0.400	1218	9790	549	5190
after detailed placement	0.377	1186	9230	523	4770
after floorplan	-	752	7630	484	5190
after global routing	0.400	1218	9790	567	5030
[worst max path at each step]
stage                 cells past startpoint  endpoint  slack [ps]
after CTS                                11   rem[28]        5190
final                                    11   rem[28]        5230
after global routing                     11   rem[28]        5030
[final cells by class]
type	instances	area, um^2	area share
flip-flops and latches	128	3840	0.392
multi-input cells	525	3380	0.345
repair buffers	134	1320	0.135
clock buffers	19	433	0.0442
well taps	324	405	0.0414
inverters	75	282	0.0287
clock inverters	13	129	0.0132
Power is estimated from default activity; no workload was simulated.
